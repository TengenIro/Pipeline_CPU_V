==> design.v <==
`timescale 1ns/1ns
module ALU( Signal, dataA, dataB, dataOut, reset, isZero );
	input reset ;
	input [31:0] dataA ;
	input [31:0] dataB ;
	input [2:0] Signal ;
	output isZero ;
	output [31:0] dataOut ;
	wire set, bin ;
	wire[31:0] c ;
	wire [31:0] temp ;
	parameter ADD = 3'b010;
	parameter SUB = 3'b110;
	parameter AND = 3'b000;
	parameter OR  = 3'b001;
	parameter SLT = 3'b111;
	assign bin = ( Signal == ADD ) ? 1'b0 : 1'b1 ;
	ALU_slice slice0( c[0], temp[0], bin, Signal, bin, dataA[0], dataB[0], set ) ;
	ALU_slice slice1( c[1], temp[1], c[0], Signal, bin, dataA[1], dataB[1], 1'b0 ) ;
	ALU_slice slice2( c[2], temp[2], c[1], Signal, bin, dataA[2], dataB[2], 1'b0 ) ;
	ALU_slice slice3( c[3], temp[3], c[2], Signal, bin, dataA[3], dataB[3], 1'b0 ) ;
	ALU_slice slice4( c[4], temp[4], c[3], Signal, bin, dataA[4], dataB[4], 1'b0 ) ;
	ALU_slice slice5( c[5], temp[5], c[4], Signal, bin, dataA[5], dataB[5], 1'b0 ) ;
	ALU_slice slice6( c[6], temp[6], c[5], Signal, bin, dataA[6], dataB[6], 1'b0 ) ;
	ALU_slice slice7( c[7], temp[7], c[6], Signal, bin, dataA[7], dataB[7], 1'b0 ) ;
	ALU_slice slice8( c[8], temp[8], c[7], Signal, bin, dataA[8], dataB[8], 1'b0 ) ;
	ALU_slice slice9( c[9], temp[9], c[8], Signal, bin, dataA[9], dataB[9], 1'b0 ) ;
	ALU_slice slice10( c[10], temp[10], c[9], Signal, bin, dataA[10], dataB[10], 1'b0 ) ;
	ALU_slice slice11( c[11], temp[11], c[10], Signal, bin, dataA[11], dataB[11], 1'b0 ) ;
	ALU_slice slice12( c[12], temp[12], c[11], Signal, bin, dataA[12], dataB[12], 1'b0 ) ;
	ALU_slice slice13( c[13], temp[13], c[12], Signal, bin, dataA[13], dataB[13], 1'b0 ) ;
	ALU_slice slice14( c[14], temp[14], c[13], Signal, bin, dataA[14], dataB[14], 1'b0 ) ;
	ALU_slice slice15( c[15], temp[15], c[14], Signal, bin, dataA[15], dataB[15], 1'b0 ) ;
	ALU_slice slice16( c[16], temp[16], c[15], Signal, bin, dataA[16], dataB[16], 1'b0 ) ;
	ALU_slice slice17( c[17], temp[17], c[16], Signal, bin, dataA[17], dataB[17], 1'b0 ) ;
	ALU_slice slice18( c[18], temp[18], c[17], Signal, bin, dataA[18], dataB[18], 1'b0 ) ;
	ALU_slice slice19( c[19], temp[19], c[18], Signal, bin, dataA[19], dataB[19], 1'b0 ) ;
	ALU_slice slice20( c[20], temp[20], c[19], Signal, bin, dataA[20], dataB[20], 1'b0 ) ;
	ALU_slice slice21( c[21], temp[21], c[20], Signal, bin, dataA[21], dataB[21], 1'b0 ) ;
	ALU_slice slice22( c[22], temp[22], c[21], Signal, bin, dataA[22], dataB[22], 1'b0 ) ;
	ALU_slice slice23( c[23], temp[23], c[22], Signal, bin, dataA[23], dataB[23], 1'b0 ) ;
	ALU_slice slice24( c[24], temp[24], c[23], Signal, bin, dataA[24], dataB[24], 1'b0 ) ;
	ALU_slice slice25( c[25], temp[25], c[24], Signal, bin, dataA[25], dataB[25], 1'b0 ) ;
	ALU_slice slice26( c[26], temp[26], c[25], Signal, bin, dataA[26], dataB[26], 1'b0 ) ;
	ALU_slice slice27( c[27], temp[27], c[26], Signal, bin, dataA[27], dataB[27], 1'b0 ) ;
	ALU_slice slice28( c[28], temp[28], c[27], Signal, bin, dataA[28], dataB[28], 1'b0 ) ;
	ALU_slice slice29( c[29], temp[29], c[28], Signal, bin, dataA[29], dataB[29], 1'b0 ) ;
	ALU_slice slice30( c[30], temp[30], c[29], Signal, bin, dataA[30], dataB[30], 1'b0 ) ;
	ALU_slice31 slice31( set, c[31], temp[31], c[30], Signal, bin, dataA[31], dataB[31], 1'b0 ) ;
	assign dataOut = ( reset ) ? 32'b0 : 
					 ( Signal == AND ) ? temp : 
					 ( Signal == OR ) ? temp : 
					 ( Signal == ADD ) ? temp : 
					 ( Signal == SUB ) ? temp : 
					 ( Signal == SLT ) ? temp : 32'b0 ;
	assign isZero = ( reset ) ? 1'b0 : ( temp == 32'b0 ) ? 1'b1 : 32'b0 ;
endmodule
`timescale 1ns/1ns
module ALU_slice( cout, sum, cin, sel, bin, a, b, less ) ;
	output cout, sum ;
	input cin, bin, a, b, less ;
	input[2:0] sel ;
	wire tempAdd, tempSub, tempOr, tempAnd, tempSlt ;
	parameter ADD = 3'b010;
	parameter SUB = 3'b110;
	parameter AND = 3'b000;
	parameter OR  = 3'b001;
	parameter SLT = 3'b111;
	and( tempAnd, a, b ) ;
	or( tempOr, a, b ) ;
	FA faAdd( .sum( tempAdd ), .cout( cout ), .cin( cin ), .bin( bin ), .a( a ), .b( b ) ) ;
	FA faSub( .sum( tempSub ), .cout( cout ), .cin( cin ), .bin( bin ), .a( a ), .b( b ) ) ;
	assign tempSlt = less ;
	assign sum = ( sel == AND ) ? tempAnd : 
				 ( sel == OR ) ? tempOr : 
				 ( sel == ADD ) ? tempAdd : 
				 ( sel == SUB ) ? tempSub : tempSlt ;
endmodule
`timescale 1ns/1ns
module ALU_slice31( set, cout, sum, cin, sel, bin, a, b, less ) ;
	output set, cout, sum ;
	input cin, bin, a, b, less ;
	input[2:0] sel ;
	wire tempAdd, tempSub, tempOr, tempAnd, tempSlt ;
	parameter ADD = 3'b010;
	parameter SUB = 3'b110;
	parameter AND = 3'b000;
	parameter OR  = 3'b001;
	parameter SLT = 3'b111;
	and( tempAnd, a, b ) ;
	or( tempOr, a, b ) ;
	FA faAdd( .sum( tempAdd ), .cout( cout ), .cin( cin ), .bin( bin ), .a( a ), .b( b ) ) ;
	FA faSub( .sum( tempSub ), .cout( cout ), .cin( cin ), .bin( bin ), .a( a ), .b( b ) ) ;
	assign tempSlt = less ;
	assign set = tempSub ;
	assign sum = ( sel == AND ) ? tempAnd : 
				 ( sel == OR ) ? tempOr : 
				 ( sel == ADD ) ? tempAdd : 
				 ( sel == SUB ) ? tempSub : tempSlt ;
endmodule
`timescale 1ns/1ns
module FA( sum, cout, cin, bin, a, b );
	input cin, bin, a, b ;
	output sum, cout ;
	wire b1, w1, w2, w3, temp ;
	xor( b1, b, bin ) ;
	xor( w1, a, b1 ) ;
	xor( sum, w1, cin ) ;
	and( w2, a, b1 ) ;
	and( w3, w1, cin ) ;
	or ( temp, w2, w3 ) ;
	assign cout = temp ;
endmodule
==> run.sh <==
#!/bin/bash
# OpenROAD 26Q1-2900-gdf79404cd8, Yosys 0.63+post, stock flow scripts
make -C /OpenROAD-flow-scripts/flow DESIGN_CONFIG=/design/flow/config.mk WORK_HOME=/design/flow/orfs finish
==> config.mk <==
export PLATFORM = sky130hd
export DESIGN_NAME = ALU
export DESIGN_NICKNAME = ALU
export VERILOG_FILES = /design/flow/design.v
export SDC_FILE = /design/flow/constraint.sdc
export NUM_CORES = 4
export LEC_CHECK = 1
export CORE_UTILIZATION = 50
==> constraint.sdc <==
current_design ALU

set clk_period 53.8
set clk_io_pct 0.2

create_clock -name clk0 -period $clk_period

set non_clock_inputs [all_inputs -no_clocks]
set_input_delay [expr $clk_period * $clk_io_pct] -clock clk0 $non_clock_inputs
set_output_delay [expr $clk_period * $clk_io_pct] -clock clk0 [all_outputs]
==> qor.csv <==
stage,metric,value,unit
power,switching_share,44.7,%
placement,globalplace.congestion,0.856,
grt,grt_max_degree,39,
grt,grt_util_met1,41.9,%
grt,top_usage_layer,met2,
grt,grt_first_pass_wirelength,8.45,mm
synthesis,ys_seq_share,0,%
grt,grt_pass1_vias,1863,
sta,fin_crit_sh,69.1,%
synthesis,syn_area_per_cell,8.98,sq um
placement,portBuffers,101,
synthesis,ys.warnings.count,31,
drt,wl_per_cell,14.6,um
synthesis,yosys_cells,206,
status,status,"complete, no violations",
power,p_sw,0.0127,mW
critical_path,cpMostUsedCell,fa_1,
synthesis,largest_area_cell,fa_1,
grt,track_usage,27.3,%
critical_path,critPathMaxFanout,7,
sta,rsz0062_at_grt,false,
power,leakagePower,0.942,nW
grt,grt_use_met3,4.44,%
power,pwr-share-seq,0,%
layout,seq_cell_count,0,
power,p_clk_share,0,%
layout,clock_buffers,0,
floorplanning,core,0.00344,sq mm
layout,final_cell_mix,"clkdlybuf4s50_1 (101), nor2_1 (32), xnor2_1 (31)",
synthesis,synthCells,206,
grt,antenna_found_initial,0,
floorplanning,die-area,0.00395,sq mm
critical_path,arrival,26.39,ns
layout,drive_above_1_share,3.73,%
layout,fillers,203,
power,p_per_area,9.86,mW/mm^2
drt,wirelength,4.97,mm
critical_path,path_class,in2out,
critical_path,start_kind,primary input,
floorplanning,die_y,62.8,um
hold_path,hold_path.class,in2out,
layout,layout_top_cell,clkdlybuf4s50_1,
drt,viasPerCell,5.45,
sta,finalMaxSlewViolations,0,
sta,max_freq,26.9,MHz
placement,dp_hpwl,4.03,mm
sta,setup_violations,0,
synthesis,synth.top_cell.area_share,32.5,%
floorplanning,io_pins,101,
power,vdd_drop_max,6.39,uV
drt,dr.pass1.iters,4,
floorplanning,fp_util,53.8,%
grt,use_met2,44.8,%
cts,cts_setup_buffers,0,
power,p_comb_share,100.0,%
power,p_int,0.0157,mW
layout,seqCellArea,0,sq um
cts,cts_resized,0,
drt,vias,1860,
power,fin_total_pwr,0.0284,mW
drt,diodes,0,
sta,period_minus_slack,37.15,ns
critical_path,worst_path_max_delay_cell,clkdlybuf4s50_1,
critical_path,max_stage_delay,0.60,ns
sta,setup_tns,0,ns
sta,slew_headroom,54.4,%
drt,drt_iter0_markers,76,
synthesis,synth_chip_area,0.00185,sq mm
critical_path,endpoint_kind,output pin,
drt,drc,0,
floorplanning,dieWidth,62.8,um
cts,cts_hold_repair.buffers,0,
floorplanning,core.rowCount,21,
drt,ant_nets,0,
synthesis,synthesis.area,0.00185,sq mm
flow_run,warning_count,34,
grt,gr-total-overflow,0,
critical_path,required,43.04,ns
flow_run,cap_violations,0,
synthesis,netlist_top_cells_area,"fa_1 (32%), maj3_1 (16%), xnor2_1 (15%), a22oi_1 (12%), nor2_1 (6.7%)",
sta,hold_violations,0,
layout,synthToLayoutAreaGrowth,55.8,%
sta,worst_pin_slew,0.681,ns
synthesis,ys_types,27,
## synthesized netlist by cell type, types with 3 or more instances
cell,n
nor2_1,33
inv_1,3
fa_1,30
xnor2_1,31
clkbuf_1,9
maj3_1,29
a22oi_1,30
nor3_1,3
buf_2,6
nand4_1,6
## power by group through the flow
stage	combinational [mW]	sequential, mW	clock, mW
after CTS	0.0286	0	0
after global routing	0.0319	0	0
final	0.0284	0	0
## kinds of logic (layout without fill, tap and decap cells)
kind of cell / after synthesis / after routing / share of synthesized area, %
AOI/OAI and AO/OA: 38 / 38 / 15.2
muxes: 2 / 2 / 1.08
adders and majority gates: 63 / 63 / 50.7
buffers and inverters: 20 / 109 / 5.27
and+or+nand+nor: 51 / 51 / 12.6
xor gates and xnor gates: 32 / 32 / 15.1
## worst max-delay path, delay by kind of cell
| kind | cells | cell delay, ns |
|---|---|---|
| multiplexers | 2 | 0.32 |
| buffers and inverters | 3 | 1.19 |
| AND/OR/NAND/NOR | 2 | 0.46 |
| AND-OR/OR-AND | 1 | 0.20 |
| XOR/XNOR | 2 | 0.51 |
| adder cells (fa/ha/maj) | 30 | 12.93 |
## final cells by class
cell class | count | area (sq um) | share of cell area [%]
multi-input combinational | 186 | 1770 | 61.3
timing repair buffer | 106 | 1050 | 36.4
tap | 46 | 57.6 | 2.00
inverter | 3 | 11.3 | 0.390
## path summary, 6_finish.rpt
check | startpoint | to | slack, ns | depth (start not counted)
hold / removal | Signal[1] | dataOut[0] | 22.77 | 4
setup / recovery | Signal[1] | dataOut[0] | 16.65 | 40
## per-stage QoR
step | setup slack [ns] | std cells | utilization [%] | hold WS [ns] | cell area (sq um)
2_1_floorplan | 17.81 | 206 | - | 21.67 | 1850
3_3_place_gp | 16.73 | 341 | 83.8 | 22.74 | 2880
3_5_place_dp | 16.65 | 341 | 83.8 | 22.75 | 2880
4_1_cts | 16.57 | 341 | 83.8 | 22.75 | 2880
5_1_grt | 15.87 | 341 | 83.8 | 22.83 | 2880
6_report | 16.65 | 341 | 83.8 | 22.77 | 2880
## per-layer routing
layer | up-vias | routed length [um]
li1 | 912 | -
met1 | 866 | 2170
met2 | 82 | 2410
met3 | 0 | 380
met4 | 0 | 0
met5 | - | 0
Power figures rest on the tool's default switching activity, not on a simulated workload.
