==> /design/flow/design.v <==
`timescale 1ns/1ns
module Divider( clk, dataA, dataB, Signal, dataOut, reset, enable );
	input clk, enable ;
	input reset ;
	input [31:0] dataA ;
	input [31:0] dataB ;
	input [5:0] Signal ;
	output [63:0] dataOut ;
	reg [63:0] temp ;
	reg [63:0] divisor ;
	reg [63:0] rem ;
	reg [31:0] quo ;
	parameter DIVU = 6'b011011;
	parameter OUT = 6'b111111;
	always@( posedge clk ) begin
		if ( reset ) begin
			temp = 64'b0 ;
			divisor = 64'b0 ;
			rem = 32'b0 ;
			quo = 32'b0 ;
		end
		else if ( enable ) begin
			divisor[31:0] = 32'b0 ;
			rem[63:32] = 32'b0 ;
			quo = 32'b0 ;
			rem[31:0] = dataA ;
			divisor[63:32] = dataB ;
		end
		else if ( Signal == DIVU && !enable ) begin
			rem = rem - divisor ;
			if ( rem[63] == 1'b1 ) begin
				rem = rem + divisor ;
				quo = quo << 1'b1 ;
				quo[0] = 1'b0 ;
			end
			else begin
				quo = quo << 1'b1 ;
				quo[0] = 1'b1 ;
			end
			divisor = divisor >> 1'b1 ;
		end
		else if ( Signal == OUT ) begin
			temp[63:32] = quo ;
			temp[31:0] = rem ;
		end
	end
	assign dataOut = temp ;
endmodule
==> /design/flow/run.sh <==
#!/bin/bash
# OpenROAD 26Q1-2900-gdf79404cd8, Yosys 0.63+post, stock flow scripts
make -C /OpenROAD-flow-scripts/flow DESIGN_CONFIG=/design/flow/config.mk WORK_HOME=/design/flow/orfs finish
==> /design/flow/config.mk <==
export PLATFORM = sky130hd
export DESIGN_NAME = Divider
export DESIGN_NICKNAME = Divider
export VERILOG_FILES = /design/flow/design.v
export SDC_FILE = /design/flow/constraint.sdc
export NUM_CORES = 4
export LEC_CHECK = 1
export CORE_UTILIZATION = 50
==> /design/flow/constraint.sdc <==
current_design Divider

set clk_period 32.0
set clk_io_pct 0.2

create_clock -name clk0 -period $clk_period [get_ports {clk}]

set non_clock_inputs [all_inputs -no_clocks]
set_input_delay [expr $clk_period * $clk_io_pct] -clock clk0 $non_clock_inputs
set_output_delay [expr $clk_period * $clk_io_pct] -clock clk0 [all_outputs]
==> reports/summary.txt <==
Post-Route Setup TNS: 0 ps
Power Dens Cells: 46.0 nW/um^2
startpoint type of the worst setup path: input pin
number of synthesized register bits: 224
diodes inserted: 0
CTS tree: yes
post-route design area: 18400 um^2
Finish-stage setup viols: 0
vias in the first global route: 14500
Unique cell types: 78
Port Buffer Count: 136
Placer Congestion: 0.969
Setup WS post-layout: 23000 ps
commonest non-fill, non-tap cells in the layout: 427 x nand2_1, 342 x a21oi_1, 224 x dfxtp_1, 137 x nor2_1, 134 x clkdlybuf4s50_1
DIE HEIGHT: 181 um
Die Width: 181 um
Mapped Cells: 2213
ys cells: 2213
number of max-cap violations: 0
initial antenna violation count: 0
Hold WC Path Type: reg -> reg
TritonRoute pass-1 iters: 7
root buffer cell: clkbuf_16
crit path DAT: 9460 ps
YS chip area: 16100 um^2
final hold slack: 451 ps
slew at the pin closest to its max-slew limit: 830 ps
post-layout minimum cycle time: 9000 ps
pin count of the biggest net entering global routing: 69
I/O pins: 137
critical-path maximum fanout: 58
post-cts sizing count: 0
Worst Setup Path Type: in -> reg
f_max: 0.111 GHz
Antenna Violating Nets Remaining: 0
fill count: 2937
Area leader share: 0.279
Area Overhead vs Synth: 14.1%
CP endpoint kind: flip-flop
CTS max path bufs: 3
share of cells above drive strength 1: 0.0507
period utilisation layout: 0.281
Place WS: 22430 ps
register area: 4480 um^2
DR WL/cell: 17.5 um
area leader, netlist: dfxtp_1
main flop type after synthesis: dfxtp_1
Initial DRC Count: 1014
Syn. warnings: 1
postcts setup bufs: 0
Post-Route WL: 46.7 mm
area of the chip: 32900 um^2
RSZ-0062 raised after global routing: no
core area: 31600 um^2
Non-Filler Instances: 2669
first-pass GRT wire length: 76.0 mm
main area contributors after synthesis: dfxtp_1 28%, a21oi_1 11%, nand2_1 10%
Starting Density: 0.508
Final Hold Viols: 0
dominant logic cell type in the layout: nand2_1
clock skew: 19.1 ps
leakage power: 7.36 nW
hold_buf cts: 0
DRC Markers: 0
multi-input logic area: 10700 um^2
dpl cell area: 17600 um^2
vias per std cell: 5.82
Inst Count DP: 2626
Detailed Place HPWL: 33.8 mm
# clock sinks: 224
CTS Buf Count: 26
DR vias: 15500
H-Tree Depth: 1
Seq/Total Area, Yosys: 0.279
GRT Total Usage: 0.294
Clock Latency Late Sink: 550 ps
CTS clk-pin slew, worst paths: 60 ps
Worst EP required: 32460 ps
Slew Limit Fails: 0
status: complete, no violations
Post-synth EDFFs: 0
placement row count: 65
VDD IR max: 0.0404 mV
Avg Cell Area, Syn: 7.27 um^2
remaining global-route overflow: 0
ys async rst share: 0
post-synthesis instance area: 16100 um^2
tool warnings: 27
Slew headroom: 0.441
## synthesized netlist by cell type (all sizes together), types with 15 or more instances
cell type	instances
buf	21
nor2	140
clkbuf	121
inv	110
a211oi	15
o221a	20
nand2	427
nand4	38
o21bai	37
xor2	43
a21oi	344
ha	125
nand3	24
xnor2	79
o211ai	27
o21ai	114
a221oi	24
a21o	70
dfxtp	224
nand2b	16
a31oi	19
nor3	21
## path summary, 6_finish.rpt
path                            startpoint        to  slack [ps]  cells past startpoint
worst max-delay path             Signal[3]   rem[30]       23000                      9
worst min-delay path              temp[53]  temp[53]         450                      2
worst min register to register    temp[53]  temp[53]         450                      2
worst max register to register      rem[0]   rem[60]       25460                     26
## sequential cells by signal, summed over array words and instances (netlist names)
| register | count |
|---|---|
| quo | 32 |
| rem | 64 |
| temp | 64 |
| divisor | 64 |
## where the power goes
group,total (mW),switching (mW),internal (mW)
logic,0.267,0.164,0.103
clock network,0.287,0.121,0.165
registers,0.290,0.00623,0.284
## final cells by class
| type | instances | share of cell area |
|---|---|---|
| multi-input cells | 1736 | 0.581 |
| flip-flops and latches | 224 | 0.244 |
| repair buffers | 153 | 0.0808 |
| clock buffers | 34 | 0.0393 |
| well taps | 402 | 0.0274 |
| inverters | 111 | 0.0227 |
| clock inverters | 9 | 0.00477 |
## cell families (layout without fill, tap and decap cells)
family,count (synthesis),after routing,synth area share
adders and majority gates,127,127,0.0997
and+or+nand+nor,716,716,0.188
AOI/OAI and AO/OA,767,767,0.302
xor gates and xnor gates,122,122,0.0674
buffers and inverters,253,307,0.0610
muxes,4,4,0.00257
DFF,224,224,0.279
## per-stage QoR
step                utilization  power, mW
detailed placement        0.555      0.559
CTS                       0.580      0.849
global route              0.580      0.892
floorplan                     -      0.494
global placement          0.555      0.559
finish                    0.580      0.844
## critical path, cell delays in order
cell	delay, ps
clkdlybuf4s50_1	450
nand4_1	190
nor3_2	150
buf_4	490
buf_4	580
buf_4	630
nor2_1	80
a311o_1	330
a21oi_1	110
## metal layers
layer	GRT usage	vias up	routed length, um
li1	-	7895	-
met1	0.432	7203	22100
met2	0.472	369	21200
met3	0.0279	69	2020
met4	0.0742	0	1380
met5	0	-	0
Power figures rest on the tool's default switching activity, not on a simulated workload.
